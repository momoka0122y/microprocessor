==> ./design.v <==
`timescale 1ns / 1ps
module reg_file(
    input wire clk,
    input wire rst,
    input wire	     	reg_we,        
    input wire [4:0] srcreg1_num,
    input wire [4:0] srcreg2_num,
    input wire [4:0] dstreg_num,
    input wire [31:0] dstreg_data,
    output wire [31:0] srcreg1_data,
    output wire [31:0] srcreg2_data
);
    reg [31:0] register_file [0:31];
    assign srcreg1_data=register_file[srcreg1_num];
    assign srcreg2_data=register_file[srcreg2_num];
    integer i;
    always @(posedge clk or negedge rst) begin	
        if (rst == 1'b0) begin  
            for (i=0;i<32;i=i+1) begin	
                register_file[i] <= 32'h00000000;	
            end	
        end	
        else begin
            if(reg_we==1'b1 && dstreg_num != 5'd0) begin  
                register_file[dstreg_num] <= dstreg_data;	
            end	
        end
    end
endmodule
==> ./config.mk <==
export PLATFORM = sky130hd
export DESIGN_NAME = reg_file
export DESIGN_NICKNAME = reg_file
export VERILOG_FILES = /design/flow/design.v
export SDC_FILE = /design/flow/constraint.sdc
export NUM_CORES = 4
export LEC_CHECK = 1
export CORE_UTILIZATION = 50
==> ./run.sh <==
#!/bin/bash
# OpenROAD 26Q1-2900-gdf79404cd8, Yosys 0.63+post, stock flow scripts
make -C /OpenROAD-flow-scripts/flow DESIGN_CONFIG=/design/flow/config.mk WORK_HOME=/design/flow/orfs finish
==> ./constraint.sdc <==
current_design reg_file

set clk_period 11.6
set clk_io_pct 0.2

create_clock -name clk0 -period $clk_period [get_ports {clk}]

set non_clock_inputs [all_inputs -no_clocks]
set_input_delay [expr $clk_period * $clk_io_pct] -clock clk0 $non_clock_inputs
set_output_delay [expr $clk_period * $clk_io_pct] -clock clk0 [all_outputs]
==> results.toml <==
# generated from flow reports
[detailed_routing]
ant_nets = 0
vias_per_cell = 7.896
drt_pre_antenna_iters = 10
drc = 0
wirelength_um = 280600
wl_per_cell_um = 47.72
drt_iter0_drc = 6380
num_vias = 46439

[power_and_ir_drop]
p_sw_mw = 3.004
seqPwrFrac = 0.486
p_clk_frac = 0.363
p_sw_frac = 0.2949
cellPowerDensity_nw_per_um2 = 173.7
comb_power_share = 0.151
ir_drop_v = 0.0001215
leakage_nw = 25.36
internal_power_mw = 7.183

[final_timing]
period_needed_ps = 9372
rsz0062_at_grt = "false"
final_max_slew_viol_count = 0
fmaxAchievable_mhz = 106.7
tns_ps = 0
tightest_slew_ps = 1211
finalHoldViolations = 0
setup_viol = 0
finalCritPeriodShare = 0.8080
maxSlewHeadroom = 0.1928
skew_ps = 0

[grt]
grt_pass1_vias = 44753
grt_util_met2 = 0.7028
antenna_found_initial = 24
grt-ovfl-total = 0
grt_usage = 0.5667
busiest_layer = "met2"
use_met3 = 0.3957
grtUsageMet1 = 0.6957
grt_max_degree = 117
grt_pass1_wl_um = 377400

[cts]
hold_buffers = 0
cts_resized = 0
cts_tree = "yes"
insertion_delay_ps = 720
clock_path_buffers = 3
cts_buffers = 110
h-tree-depth = 3
cts_setup_buffers = 0
clockRootBuffer = "clkbuf_16"
cts_sinks = 1024
cts.clk_slew.worst_paths_ps = 60

[floorplan]
die_h_um = 322.9
rows = 117
floorplan.core_util = 0.5055
pin_count = 114
die_area_um2 = 104300
core-area_um2 = 101900
die_w_um = 322.9

[placed_design]
dp.cells = 5651
place.gp.congestion = 1.122
io_buffers = 113
dp_hpwl_um = 171100

[logic_synthesis]
syn-cell-area_um2 = 51500
synth.largest_area_cell = "dfrtp_1"
synth.area.top_cells = "dfrtp_1 50%, mux2_2 22%, a22oi_1 10%, clkbuf_1 1.7%, nand2_1 1.5%"
avgSynthCellArea_um2 = 11.78
yosysWarnings = 2
synthArstFlopShare = 1.000
synth_flop_count = 1024
edf_count = 0
post-synth-top-count-cell = "mux2_2"
yosysSeqAreaShare = 0.4976
ys_area_um2 = 51500
common_cells = "1,027 x mux2_2, 1,024 x dfrtp_1, 711 x a22oi_1"
yosysTopAreaCellShare = 0.4976
postSynthCellCount = 4373
synth_cell_types = 68
yosysCellCount = 4373
ff_type = "dfrtp_1"

[status]
outcome = "complete, no violations"

[finish]
fin_cells = 5881
regMostFlops = "register_file"
largest_reg_flops = 1024
area_delta_synth_final_pct = 13.86
layout-drive-gt1-share = 0.3501
top_regs = "register_file: 1024 flops"

[worst_setup_path]
cp.arrival_ps = 7050
startpoint_type = "primary input"
crit_type = "primary input to output pin"
required_ps = 9280
path_max_fanout = 34
endpoint_kind = "output pin"

[min_path]
min_path_type = "flop to flop"

[flow_run]
maxCapViolCount = 0
warnings = 46
-- metrics by stage --
stage / setup WS, ps / util / instance area, µm² / hold slack [ps] / total power [mW]
final: 2228 / 0.5755 / 58640 / 405.1 / 10.19
after floorplan: 5412 / - / 51500 / 451.4 / 5.601
after global placement: 2651 / 0.5383 / 54850 / 390.2 / 6.424
after global routing: 2504 / 0.5748 / 58570 / 410.5 / 10.44
after detailed placement: 2704 / 0.5383 / 54850 / 390.8 / 6.442
after CTS: 2679 / 0.5748 / 58560 / 405.5 / 10.10
-- power by group through the flow --
stage / logic (mW) / registers, mW / clock network, mW
4_1_cts: 1.49 / 4.91 / 3.70
5_1_grt: 1.61 / 5.00 / 3.83
6_report: 1.54 / 4.95 / 3.70
-- path summary, 6_finish.rpt --
kind,from,endpoint,slack [ps],depth (start not counted)
worst max-delay path,srcreg2_num[1],srcreg2_data[20],2230,10
worst min-delay path,register_file[0][29],register_file[0][29],410,0
worst max register to register,register_file[9][14],register_file[9][14],10640,1
worst min register to register,register_file[0][29],register_file[0][29],410,0
max in group asynchronous,rst,register_file[26][14],7490,4
min in group asynchronous,rst,register_file[5][10],1590,1
-- cells in the final DEF (no fill, tap or decap), drive strengths merged, types with 53 or more instances in the layout --
| master | instances |
|---|---|
| mux2 | 1030 |
| a22oi | 711 |
| nand4 | 88 |
| nand2 | 207 |
| dfrtp | 1024 |
| a22o | 64 |
| mux2i | 53 |
| clkbuf | 152 |
| nor3 | 72 |
| clkdlybuf4s50 | 102 |
| buf | 255 |
| nor2 | 186 |
| a21oi | 74 |
-- cells by family after synthesis --
logic type	count (synthesis)	share of synthesized area
flip-flops	1024	0.4976
AND/OR/NAND/NOR	728	0.06941
buffers and inverters	450	0.03690
multiplexers	1088	0.2377
AND-OR/OR-AND	1083	0.1584
-- routing by layer --
layer  part of all wire  routed length (µm)
met5             0.0033                 921
met4              0.099               27790
met1               0.34               95520
met2               0.38              106500
met3               0.18               49910
-- final cells by class --
type | instances | area [µm²]
Tap cell | 1368 | 1712
Sequential cell | 1024 | 25620
Fill cell | 8460 | 43250
Inverter | 3 | 11.26
Timing Repair Buffer | 357 | 2970
Multi-Input combinational cell | 2899 | 24530
Clock buffer | 152 | 3142
Clock inverter | 47 | 571.8
Antenna cell | 31 | 77.57
-- critical path, stage by stage --
cell and delay, ps:
buf_4 240, buf_4 590, nand3_1 830, nor2_4 880, buf_4 640, a22oi_1 230, o211ai_1 150, nor4_1 90
nor2_1 430, clkdlybuf4s50_1 570
No activity file was given, so power comes from the tool's default toggle rates.
