File: flow/design.v
`timescale 1ns / 1ps
module decoder(
    input  wire [31:0]  ir,            
    input wire clk,
    output wire  [4:0]	srcreg1_num,   
    output wire  [4:0]	srcreg2_num,   
    output wire  [4:0]	dstreg_num,    
    output wire [31:0]	imm,           
    output reg   [5:0]	alucode,       
    output reg   [1:0]	aluop1_type,   
    output reg   [1:0]	aluop2_type,   
    output reg	     	reg_we,        
    output reg		    is_load,       
    output reg		    is_store,      
    output reg          is_halt
);
reg [2:0] op_type;
  assign srcreg1_num = (op_type == 3'd1) ? 5'b0:
                       (op_type == 3'd2) ? 5'b0:
                       (op_type == 3'd3) ? ir[19:15]:
                       (op_type == 3'd4) ? ir[19:15]:
                       (op_type == 3'd5) ? ir[19:15]:
                       (op_type == 3'd6) ? ir[19:15]:
                       5'b0;                       
  assign srcreg2_num = (op_type == 3'd1) ? 0:
                       (op_type == 3'd2) ? 0:
                       (op_type == 3'd3) ? 0:
                       (op_type == 3'd4) ? ir[24:20]:
                       (op_type == 3'd5) ? ir[24:20]:
                       (op_type == 3'd6) ? ir[24:20]:
                       5'b0;
  assign dstreg_num =  (op_type == 3'd1) ? ir[11:7]:
                       (op_type == 3'd2) ? ir[11:7]:
                       (op_type == 3'd3) ? ir[11:7]:
                       (op_type == 3'd4) ? 0:
                       (op_type == 3'd5) ? 0:
                       (op_type == 3'd6) ? ir[11:7]:
                       5'b0;
  assign imm = 
              (op_type == 3'd1) ? {ir[31:12],12'b0}:
              (op_type == 3'd2) ? {{11{ir[31]}},ir[31],ir[19:12],ir[20],ir[30:21], 1'b0}:
              ((op_type == 3'd3) && (ir[13:12] == 2'b01)) 
                                   ? {{27{ir[24]}},ir[24:20]}:
              (op_type == 3'd3) ? {{20{ir[31]}},ir[31:20]}:
              (op_type == 3'd4) ? {{19{ir[31]}},ir[31],ir[7],ir[30:25],ir[11:8],1'b0}:
              (op_type == 3'd5) ? {{20{ir[31]}},ir[31:25],ir[11:7]}:
              (op_type == 3'd6) ? 32'b0:
              32'b0;
always @(ir) begin
    case(ir[6:0])  
    7'b0010011:begin
        op_type <= 3'd3;
        case(ir[14:12])
            3'b000 : alucode <= 6'd17;
            3'b010 : alucode <= 6'd19;
            3'b011 : alucode <= 6'd20;
            3'b100 : alucode <= 6'd21;
            3'b110 : alucode <= 6'd22;
            3'b111 :alucode <= 6'd23;
            3'b001 :alucode <= 6'd24;
            3'b101 :alucode <= ir[30] ? 6'd26 : 6'd25;
        endcase
        aluop1_type <= 2'd1;
        aluop2_type <= 2'd2;
        reg_we <= 1'b1;
        is_load <= 1'b0;
        is_store <= 1'b0;
        is_halt <= 1'b0;
    end
    7'b0110011:begin
        op_type <= 3'd6;
        case(ir[14:12])
            3'b000 : alucode <= ir[30] ?  6'd18 : 6'd17;
            3'b010 : alucode <= 6'd19;
            3'b011 : alucode <= 6'd20;
            3'b100 : alucode <= 6'd21;
            3'b110 : alucode <= 6'd22;
            3'b111 :alucode <= 6'd23;
            3'b001 :alucode <= 6'd24;
            3'b101 :alucode <= ir[30] ? 6'd26 : 6'd25;
        endcase
        aluop1_type <= 2'd1;
        aluop2_type <= 2'd1;
        reg_we <= 1'b1;
        is_load <= 1'b0;
        is_store <= 1'b0;
        is_halt <= 1'b0;
    end
    7'b0110111:begin
        op_type <= 3'd1;
        alucode <= 6'd0;
        reg_we <= 1'b1;
        aluop1_type <= 2'd0;
        aluop2_type <= 2'd2;
        is_load <= 1'b0;
        is_store <= 1'b0;
        is_halt <= 1'b0;
    end
    7'b0010111 : begin
        op_type <= 3'd1;
        reg_we <= 1'b1;
        alucode <= 6'd17;
        aluop1_type <= 2'd2;
        aluop2_type <= 2'd3;
        is_load <= 1'b0;
        is_store <= 1'b0;
        is_halt <= 1'b0;
      end
      7'b1101111   : begin
        op_type <= 3'd2;
        reg_we <= (ir[11:7] == 0) ?  1'b1 : 1'b0;
        alucode <= 6'd1;
        aluop1_type <= 2'd0;
        aluop2_type <= 2'd3;
        is_load <= 1'b0;
        is_store <= 1'b0;
        is_halt <= 1'b0;
      end
      7'b1100111  : begin
        op_type <= 3'd3;
        reg_we <= (ir[11:7] == 0) ?  1'b1 : 1'b0;
        alucode <= 6'd2;
        aluop1_type <= 2'd1;
        aluop2_type <= 2'd3;
        is_load <= 1'b0;
        is_store <= 1'b0;
        is_halt <= 1'b0;
      end
    7'b1100011: begin
        op_type <= 3'd4;
        reg_we <= 1'b0;
        aluop1_type <= 2'd1;
        aluop2_type <= 2'd1;
        is_load <= 1'b0;
        is_store <= 1'b0;
        is_halt <= 1'b0;
        case(ir[14:12])
          3'd0: alucode <= 6'd3;
          3'd1: alucode <= 6'd4;
          3'd4: alucode <= 6'd5;
          3'd5: alucode <= 6'd6;
          3'd6: alucode <= 6'd7;
          3'd7: alucode <= 6'd8;
        endcase
      end
    7'b0100011 : begin
        op_type <= 3'd5;
        reg_we <= 1'b0;
        aluop1_type <= 2'd1;
        aluop2_type <= 2'd2;
        is_load <= 1'b0;
        is_store <= 1'b1;
        is_halt <= 1'b0;
        case(ir[14:12])
          3'd0: alucode <= 6'd14;
          3'd1: alucode <= 6'd15;
          3'd2: alucode <= 6'd16;
        endcase
      end
    7'b0000011  : begin
        op_type <= 3'd3;
        reg_we <= 1'b1;
        aluop1_type <= 2'd1;
        aluop2_type <= 2'd2;
        is_load <= 1'b1;
        is_store <= 1'b0;
        is_halt <= 1'b0;
        case(ir[14:12])
          3'd0: alucode <= 6'd9;
          3'd1: alucode <= 6'd10;
          3'd2: alucode <= 6'd11;
          3'd4: alucode <= 6'd12;
          3'd5: alucode <= 6'd13;
        endcase
      end
    endcase
end
endmodule
File: flow/run.sh
#!/bin/bash
# OpenROAD 26Q1-2900-gdf79404cd8, Yosys 0.63+post, stock flow scripts
make -C /OpenROAD-flow-scripts/flow DESIGN_CONFIG=/design/flow/config.mk WORK_HOME=/design/flow/orfs finish
File: flow/config.mk
export PLATFORM = sky130hd
export DESIGN_NAME = decoder
export DESIGN_NICKNAME = decoder
export VERILOG_FILES = /design/flow/design.v
export SDC_FILE = /design/flow/constraint.sdc
export NUM_CORES = 4
export LEC_CHECK = 1
export CORE_AREA = 10 10 92 92
export DIE_AREA = 0 0 102 102
File: flow/constraint.sdc
current_design decoder

set clk_period 2.9
set clk_io_pct 0.2

create_clock -name clk0 -period $clk_period

set non_clock_inputs [all_inputs -no_clocks]
set_input_delay [expr $clk_period * $clk_io_pct] -clock clk0 $non_clock_inputs
set_output_delay [expr $clk_period * $clk_io_pct] -clock clk0 [all_outputs]
==> out/metrics.yaml <==
run_status:
  status: "finished clean"
timing:
  worstMarginPinSlew_ns: 0.753
  fmaxAchievable_mhz: 353
  unclocked_pins: 15
  setup_viol: 0
  slew_violations: 0
  grt_setup_unrepaired: "false"
  untimed_endpoints: 27
  finalCritPeriodShare_pct: 97.7
  hold_viol_final: 0
  fin_ws_ns: 0.0672
  period_minus_slack_ns: 2.83
  max_slew_margin_pct: 49.6
placed_design:
  hpwl_mm: 4.79
  place.gp.congestion: 0.899
  placed_area_sq_um: 2420
  portBuffers: 91
  place_ws_ns: -0.294
power:
  pwr-share-comb_pct: 95.1
  p_int_mw: 0.214
  power_leakage_nw: 1.11
  power_density_nw_per_um2: 134
  ir_worst_vdd_uv: 61.0
  p_seq_share_pct: 4.9
  swShare_pct: 35.7
  clockPowerShare_pct: 0
  switchingPower_mw: 0.119
floorplan:
  fp-utilization_pct: 22.3
  coreArea_sq_um: 6460
  dieWidth_um: 102
  dieArea_sq_um: 10400
  fp-row-count: 29
  dieHeight_um: 102
  ios: 94
setup_path:
  cp_max_fo: 16
  required_ns: 2.32
  critPathArrivalTime_ns: 2.25
  critPathKind: "input pin to output pin"
  crit_path_end_kind: "output pin"
  startpoint_type: "input pin"
synth:
  yosysCellCount: 220
  edf_count: 0
  top_area_share_pct: 15.6
  yosysWarnings: 1
  flop_cell: "dlxtn_1"
  numSynthFlops: 15
  syn_inst: 220
  synth_cell_types: 48
  yosys_area_sq_um: 1440
  top_area_cell: "dlxtn_1"
  topCellsByArea: "dlxtn_1 16%, a21o_1 11%, o21ai_0 6.6%"
  syn-cell-area_sq_um: 1440
  synth_area_per_cell_sq_um: 6.55
  async_flop_share_pct: 0
grt:
  grt_max_degree: 19
  grt_antenna_before_repair: 0
  grt_pass1_vias: 1802
  grt_usage_pct: 10.6
  grt_pass1_wl_mm: 9.29
  overflow: 0
hold_path:
  hold_path.class: "input pin to output pin"
  min_path_cells: 4
  holdPathEnd: "imm[31]"
  worstHoldStart: "ir[31]"
layout:
  lay_top_count: "clkdlybuf4s50_1"
  final_core_util_pct: 38.5
  stdcell_area_sq_um: 2490
  syn_to_final_growth_pct: 72.5
  layout_top_cells: "87 x clkdlybuf4s50_1, 21 x nand2_1, 21 x a21o_1"
  drive_above_1_share_pct: 5.90
detailed_routing:
  diodes: 0
  dr.pass1.iters: 4
  postRouteAntennaNets: 0
  wl_mm: 5.82
  routed-via-count: 1835
  drt_iter0_drc: 117
  via_per_inst: 4.80
  drc: 0
  wl_per_cell_um: 15.2
clock_network:
  cts_hold_buf: 0
job:
  warning_count: 33
  cap_violations: 0
-- metrics by stage --
| stage | hold slack (ns) | power (mW) | instances | TNS (ns) |
|---|---|---|---|---|
| after floorplan | 1.22 | 0.128 | 221 | 0 |
| after global placement | 2.14 | 0.324 | 380 | -6.19 |
| after detailed placement | 2.13 | 0.323 | 380 | -6.31 |
| after CTS | 2.14 | 0.337 | 381 | 0 |
| after global routing | 1.89 | 0.368 | 382 | 0 |
| final | 1.84 | 0.334 | 382 | 0 |
-- cell usage after synthesis (all sizes together), types with 3 or more instances --
master	n
o21ai	23
nor2b	14
nand3	3
buf	7
nor3	6
nand2b	3
a21oi	10
inv	6
a22o	4
nor2	19
a21o	21
mux2i	4
clkbuf	11
and2	13
o21a	6
nand2	21
dlxtn	15
-- power by group through the flow --
stage / clock, mW / sequential [mW] / combinational, mW
final: 0 / 0.0163 / 0.317
after global routing: 0 / 0.0171 / 0.351
after CTS: 0 / 0.0162 / 0.320
-- worst max path at each step --
stage	startpoint	endpoint	slack (ns)	depth (start not counted)
final	ir[13]	imm[9]	0.07	7
after global routing	ir[13]	imm[5]	0.001	7
after CTS	ir[31]	imm[11]	0.08	7
-- layout make-up --
type                    count  area [sq um]
multi-input cells         182          1140
inverters                   6          22.5
repair buffers            102          1000
fillers                   682          3970
well taps                  77          96.3
flip-flops and latches     15           225
-- cells by family after synthesis --
group	count (synthesis)	synth area share, %
and+or+nand+nor	93	34.0
AOI/OAI and AO/OA	80	37.0
buffers and inverters	24	8.51
latches	15	15.6
muxes	4	2.78
xor gates and xnor gates	3	1.82
other	1	0.260
-- flip-flops by register name (all words and copies together), names as in the netlist --
name and count:
op_type 3, aluop2_type 2, is_store 1, alucode 5, is_load 1, aluop1_type 2
reg_we 1
-- worst max-delay path, stage by stage --
cell             delay [ns]
dlygate4sd2_1          0.27
buf_4                  0.19
nand2b_1               0.17
nor3_1                 0.31
o21ai_2                0.16
o21a_1                 0.13
clkdlybuf4s50_1        0.43
-- repair_timing --
item | in CTS | in global routing
setup endpoints to repair | 27 | 9
endpoints found under the hold margin | 0 | 0
setup buffers | 1 | 1
pin swaps | 1 | 1
resized | 11 | 1
-- routing by layer --
| metal | share of wire (%) | wire length, um | vias to the layer above | global-route usage (%) |
|---|---|---|---|---|
| met5 | 0 | 0 | - | 0 |
| met4 | 0 | 0 | 0 | 0 |
| met2 | 47 | 2750 | 54 | 17.5 |
| met3 | 7.5 | 436 | 0 | 2.25 |
| li1 | - | - | 955 | - |
| met1 | 45 | 2640 | 826 | 14.8 |
Power and IR drop assume default switching activity.
