$ cat flow/design.v
`timescale 1ns / 1ps
module alu(
    input wire [5:0] alucode,        
    input wire [31:0] op1,           
    input wire [31:0] op2,           
    output reg [31:0] alu_result,    
    output reg br_taken              
    );
  always @(*) begin
    case (alucode)
      6'd0  : begin
                  alu_result <= {op2[31:12],12'b0};
                  br_taken <= 1'b0;
                  end
      6'd1  : begin
                  alu_result <= op2 + 'd4;
                  br_taken <= 1'b1;
                  end
      6'd2 : begin
                  alu_result <= op2 + 'd4;
                  br_taken <= 1'b1;
                  end
      6'd3  : begin
                  if (op1 == op2) br_taken <= 1'b1;
                  else br_taken <= 1'b0;
                  alu_result <= 0;
                  end
      6'd4  : begin
                  if (op1 != op2) br_taken <= 1'b1;
                  else br_taken <= 1'b0;
                  alu_result <= 0;
                  end
      6'd5  : begin
                  if ($signed(op1) < $signed(op2)) br_taken <= 1'b1;
                  else br_taken <= 1'b0;
                  alu_result <= 0;
                  end
      6'd6  : begin
                  if ($signed(op1) < $signed(op2)) br_taken <= 1'b0;
                  else br_taken <= 1'b1;
                  alu_result <= 0;
                  end
      6'd7 : begin
                  if (op1 < op2) br_taken <= 1'b1;
                  else br_taken <= 1'b0;
                  alu_result <= 0;
                  end
      6'd8 : begin
                  if (op1 < op2) br_taken <= 1'b0;
                  else br_taken <= 1'b1;
                  alu_result <= 0;
                  end
      6'd9   : begin
                  alu_result <= op1 + op2;
                  br_taken <= 1'b0;
                  end
      6'd10   : begin
                  alu_result <= op1 + op2;
                  br_taken <= 1'b0;
                  end
      6'd11   : begin
                  alu_result <= op1 + op2;
                  br_taken <= 1'b0;
                  end
      6'd12  : begin
                  alu_result <= op1 + op2;
                  br_taken <= 1'b0;
                  end
      6'd13  : begin
                  alu_result <= op1 + op2;
                  br_taken <= 1'b0;
                  end
      6'd14   : begin
                  alu_result <= op1 + op2;
                  br_taken <= 1'b0;
                  end
      6'd15   : begin
                  alu_result <= op1 + op2;
                  br_taken <= 1'b0;
                  end
      6'd16   : begin
                  alu_result <= op1 + op2;
                  br_taken <= 1'b0;
                  end
      6'd17  : begin
                  alu_result <= op1 + op2;
                  br_taken <= 1'b0;
                  end
      6'd18  : begin
                  alu_result <= op1 - op2;
                  br_taken <= 1'b0;
                  end
      6'd19  : begin
                  alu_result <= ($signed(op1) < $signed(op2));
                  br_taken <= 0;
                  end
      6'd20 : begin
                  alu_result <= ($unsigned(op1) < $unsigned(op2));
                  br_taken <= 0;
                  end
      6'd21  : begin
                  alu_result <= op1 ^ op2;
                  br_taken <= 1'b0;
                  end
      6'd22   : begin
                  alu_result <= op1 | op2;
                  br_taken <= 1'b0;
                  end
      6'd23  : begin
                  alu_result <= op1 & op2;
                  br_taken <= 1'b0;
                  end
      6'd24  : begin
                  alu_result <= op1 << op2[4:0];
                  br_taken <= 1'b0;
                  end
      6'd25  : begin
                  alu_result <= op1 >> op2[4:0];
                  br_taken <= 1'b0;
                  end
      6'd26  : begin
                  alu_result <= $signed(op1) >>> op2[4:0];
                  br_taken <= 1'b0;
                  end
    endcase
  end
endmodule
module execute(
    input wire [31:0] pc,
    input wire [1:0] aluop1_type,
    input wire [1:0] aluop2_type,
    input wire [5:0] alucode,
    input wire [31:0] srcreg1,
    input wire [31:0] srcreg2,
    input wire [31:0] imm,
    output wire [31:0] alu_result,
    output wire  [31:0]   npc
);
wire [31:0] op1, op2;
function [31:0] op;
    input [1:0] aluop_type;
    input [31:0] srcreg;
    input [31:0] imm;
    input [31:0] pc;
    case(aluop_type)
        2'd2:op=imm;
        2'd3:op=pc;
        default:op=srcreg;
    endcase
endfunction
assign op1 = op(aluop1_type, srcreg1, imm, pc);
assign op2 = op(aluop2_type, srcreg2, imm, pc);
wire br_taken;
alu alu_body(
    .alucode(alucode),
    .op1(op1),
    .op2(op2),
    .alu_result(alu_result),
    .br_taken(br_taken)
);
assign npc = (alucode == 6'd2) ?
        srcreg1 + imm
        : (br_taken == 1'b1) ?
        pc + imm
        : pc+4;
endmodule
$ cat flow/run.sh
#!/bin/bash
# OpenROAD 26Q1-2900-gdf79404cd8, Yosys 0.63+post, stock flow scripts
make -C /OpenROAD-flow-scripts/flow DESIGN_CONFIG=/design/flow/config.mk WORK_HOME=/design/flow/orfs finish
$ cat flow/config.mk
export PLATFORM = sky130hd
export DESIGN_NAME = execute
export DESIGN_NICKNAME = execute
export VERILOG_FILES = /design/flow/design.v
export SDC_FILE = /design/flow/constraint.sdc
export NUM_CORES = 4
export LEC_CHECK = 1
export CORE_UTILIZATION = 30
$ cat flow/constraint.sdc
current_design execute

set clk_period 21.2
set clk_io_pct 0.2

create_clock -name clk0 -period $clk_period

set non_clock_inputs [all_inputs -no_clocks]
set_input_delay [expr $clk_period * $clk_io_pct] -clock clk0 $non_clock_inputs
set_output_delay [expr $clk_period * $clk_io_pct] -clock clk0 [all_outputs]
==> impl_metrics.tcl <==
# metrics dict for downstream scripts
set metrics [dict create \
    outcome "complete, no violations" \
    min_from "pc[0]" \
    tool_warnings 97 \
    critical_path_arrival_ns 8.80 \
    fp.dieH_um 232 \
    hp-class "input port to primary output" \
    path_cells "clkdlybuf4s50_1 > ha_1 > inv_1 > fa_1 > nor2b_1 > o21ai_0 > a21boi_0 > o31ai_1 > a21boi_0 > o2111ai_1 > a211oi_1 > a2111oi_0 > o21ai_0 > xnor2_1 > a32oi_1 > clkdlybuf4s50_1" \
    finalWirelength_mm 78.2 \
    yosys_warnings 2 \
    dpl_cell_area_mm2 0.0184 \
    gp_congestion 1.05 \
    port_buffers 202 \
    detail-route-antenna-nets 0 \
    cp.required_ns 16.96 \
    worstPathMaxFanout 4 \
    hpwl_mm 61.7 \
    hold-path-cell-count 4 \
    final-comb-area_mm2 0.0143 \
    worst_setup_path_start_kind "input port" \
    hold_ws_ns 9.68 \
    leakage_uw 0.00769 \
    coreArea_mm2 0.0518 \
    cp_slowest_cell "a2111oi_0" \
    async_reset_ff_frac 0 \
    cts_resized 0 \
    chipArea_mm2 0.0539 \
    final.setup.tns_ns 0 \
    stdcell_area_mm2 0.0184 \
    cp_top_family "AND-OR/OR-AND gates" \
    cap_violations 0 \
    untimed_endpoints 65 \
    syn_area_per_cell_um2 6.41 \
    syn_area_mm2 0.0159 \
    grt_usage 0.289 \
    postCtsHoldBufs 0 \
    powerDensity_mw_per_mm2 35.2 \
    worstMarginPinSlew_ns 0.935 \
    grt_pass1_vias 18300 \
    grt_first_pass_wirelength_mm 117 \
    drv_slew 0 \
    synthCells 2478 \
    rows 83 \
    fmax_mhz 76.7 \
    ir_drop_mv 0.0170 \
    whs_endpoint "npc[0]" \
    vias 19500 \
    slowest_delay_ns 0.72 \
    grt-ovfl-total 0 \
    postCtsSetupRepairBufs 0 \
    finalPower_uw 649 \
    diodes 0 \
    avgRoutedWirePerCell_um 24.1 \
    min_period_ns 13.04 \
    synth-main-ff-cell "dlxtn_1" \
    ys_area_mm2 0.0159 \
    viasPerCell 6.01 \
    max-slew-margin-rel 0.372 \
    period_used_share 0.615 \
    unclocked_regs 33 \
    synth-edff-count 0 \
    ys_cells 2478 \
    area_delta_synth_final_pct 16.0 \
    firstDrtPassIters 6 \
    synth_cell_types 92 \
    final_layout_size_suffix_gt1_frac 0.0545 \
    nFillCells 5514 \
    die_w_um 232 \
    drt-initial-drc-count 1959 \
    seqCellArea_um2 497 \
    setup.worst_path.end_class "primary output" \
    fp_util 0.307 \
    setup_viol 0 \
    grt_antenna_before_repair 1 \
    drc 0 \
    synth_flop_count 33 \
    hold_violations 0 \
    worst-path-buf-inv 3 \
    path_class "input port to primary output" \
    rsz0062_at_grt "no" \
    io_pins 202 \
    grt_max_degree 73 \
]
-- sequential cells by signal (all words and copies together), names as in the netlist --
signal / flops
alu_body.alu_result: 32
alu_body.br_taken: 1
-- cell type report --
cell class / instances / area share
Inverter: 118 / 0.0240
Multi-Input combinational cell: 2172 / 0.776
Sequential cell: 33 / 0.0270
Tap cell: 680 / 0.0462
Timing Repair Buffer: 248 / 0.127
-- kinds of logic (layout without fill, tap and decap cells) --
group           after synthesis  in the layout  share of synthesized area
compound gates              890            890                      0.355
latches                      33             33                     0.0312
fa+ha+maj                   165            165                      0.132
mux                         184            184                      0.118
buf+inv                     273            366                     0.0711
xor+xnor                    106            106                     0.0584
simple gates                827            827                      0.234
-- Yosys cell counts (7+ instances only) --
master | n | area, um^2
o21ai_0 | 209 | 1050
nand2_1 | 266 | 998
a31oi_1 | 32 | 200
o211ai_1 | 45 | 338
a22oi_1 | 9 | 67.6
and2_1 | 10 | 62.6
nand3_1 | 57 | 285
o31ai_1 | 14 | 105
nor2_1 | 303 | 1140
inv_1 | 105 | 394
a31o_2 | 7 | 61.3
mux2i_1 | 157 | 1570
a32oi_1 | 7 | 61.3
inv_2 | 11 | 41.3
o221ai_1 | 15 | 131
nor2b_1 | 16 | 100
or2_2 | 7 | 43.8
o22ai_1 | 24 | 150
dlxtn_1 | 33 | 495
buf_2 | 26 | 130
xor2_1 | 43 | 377
nor4_1 | 14 | 87.6
and3_1 | 28 | 175
nand4_1 | 14 | 87.6
nand2b_1 | 18 | 113
o21bai_1 | 16 | 120
a21oi_1 | 276 | 1380
o21a_1 | 14 | 105
xnor2_1 | 63 | 552
ha_1 | 161 | 2010
mux2_2 | 27 | 304
o2111ai_1 | 8 | 70.1
buf_1 | 15 | 56.3
a211oi_1 | 42 | 315
nor3_1 | 54 | 270
clkbuf_1 | 103 | 387
a21oi_2 | 10 | 87.6
a21o_1 | 41 | 308
a221o_1 | 7 | 70.1
or3_1 | 10 | 62.6
a2111oi_0 | 11 | 96.3
a21boi_0 | 13 | 97.6
a221oi_1 | 27 | 236
-- cell usage in the layout (no fill, tap or decap), drive strengths merged, types with 8 or more instances in the layout --
cell type | Yosys | final
and2 | 10 | 10
o221ai | 16 | 16
o211ai | 45 | 45
a221oi | 27 | 27
or3 | 10 | 10
nand4 | 14 | 14
a21oi | 288 | 288
a22oi | 10 | 10
mux2 | 27 | 27
buf | 52 | 52
o2111ai | 8 | 8
xnor2 | 63 | 63
o22ai | 24 | 24
a2111oi | 11 | 11
clkdlybuf4s50 | 0 | 196
a211oi | 42 | 42
xor2 | 43 | 43
nand2b | 18 | 18
and3 | 28 | 28
o31ai | 14 | 14
ha | 161 | 161
dlxtn | 33 | 33
mux2i | 157 | 157
nand2 | 266 | 266
nor3 | 55 | 55
a31oi | 32 | 32
a21o | 41 | 41
nor2b | 16 | 16
nand3 | 58 | 58
nor4 | 16 | 16
inv | 116 | 116
nor2 | 304 | 304
o21bai | 16 | 16
o21a | 14 | 14
a21boi | 13 | 13
o21ai | 212 | 212
-- through the flow --
stage                     cells  utilization  setup WS [ns]
after floorplan            2478            -          10.23
after global placement     3251        0.356           8.29
after detailed placement   3251        0.356           8.31
after CTS                  3251        0.356           8.28
after global routing       3251        0.356           7.83
final                      3251        0.356           8.16
-- metal layers --
metal | global-route usage | part of all wire | vias to the layer above
met5 | 0 | 0.00012 | -
met3 | 0.0380 | 0.075 | 188
met1 | 0.396 | 0.43 | 9131
met4 | 0.115 | 0.047 | 2
met2 | 0.457 | 0.45 | 906
li1 | - | - | 9307
-- power by group --
| part | internal (uW) | switching [uW] |
|---|---|---|
| clock | 0 | 0 |
| sequential | 11.5 | 2.00 |
| combinational | 234 | 402 |
-- worst max-delay path by stage --
stage | startpoint | end | cells after the start | slack [ns]
6_report | imm[0] | npc[30] | 16 | 8.16
5_1_grt | imm[0] | npc[30] | 16 | 7.83
4_1_cts | imm[0] | npc[30] | 16 | 8.28
Power and IR drop assume default switching activity.
